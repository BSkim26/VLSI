**flow/design.v**
```verilog
`timescale 1ns / 1ps
module Maincontroller (
    input CLK,
    input [10:0] Inst,
    input EN,
    input RST,
    input OV,
    output reg WR,
    output reg [2:0] ADDR,
    output reg [3:0] Data,
    output reg DIR_SRAM,
    output reg [1:0] DIR_EXE,
    output reg OP_ALU
);
    reg [3:0] state;
    reg [2:0] addr_0, addr_2;
    parameter [3:0] IDLE = 4'b0000,
                    DECODED_RD = 4'b0001,
                    EXECUTED_RD = 4'b0010,
                    EXECUTED_WR = 4'b0011,
                    DECODED_ADDSUB = 4'b0100,
                    LOADED_SRC1 = 4'b0101,
                    LOADED_SRC2 = 4'b0110,
                    EXECUTED = 4'b0111,
                    SAVED = 4'b1000;
    initial begin
        state = IDLE;
        DIR_EXE = 2'b11;
        DIR_SRAM = 1'b0;
        WR = 0;
        ADDR = 3'b0;
        Data = 4'b0;
        OP_ALU = 0;
    end
    always @(posedge CLK) begin
        if (RST)
            state <= IDLE;
        else begin
            case (state)
                IDLE: 
                begin
                    DIR_EXE = 2'b11;
                    DIR_SRAM = 1'b0;
                    WR = 0;
                    ADDR = 3'b0;
                    Data = 4'b0;
                    OP_ALU = 0;
                    if (EN && (Inst[10:9] == 2'b00)) begin
                        WR = 0;
                        ADDR = Inst[8:6];
                                            state = DECODED_RD;
                    end 
                    else if (EN && (Inst[10:9] == 2'b01)) begin
                        WR = 1;
                        DIR_EXE = 2'b11;
                        ADDR = Inst[8:6];
                        Data = Inst[3:0];
                                            state = EXECUTED_WR;
                    end 
                    else if (EN && Inst[10]) begin
                        ADDR = Inst[5:3];
                        addr_0 = Inst[8:6];
                        addr_2 = Inst[2:0];
                        OP_ALU = ~Inst[9];
                                            state = DECODED_ADDSUB;
                    end 
                    else
                                            state = IDLE;
                    end
                DECODED_RD: begin
                    DIR_EXE = 2'b00;
                                            state = EXECUTED_RD;
                end
                EXECUTED_RD: begin
                    WR = 0;
                    DIR_EXE = 2'b11;
                                            state = IDLE;
                end
                EXECUTED_WR: begin
                    WR = 0;
                                            state = IDLE;
                end
                DECODED_ADDSUB: begin
                    DIR_EXE = 2'b01;
                    ADDR = addr_2;
                                            state = LOADED_SRC1;
                end
                LOADED_SRC1: begin
                    DIR_EXE = 2'b10;
                                            state = LOADED_SRC2;
                end
                LOADED_SRC2: begin
                    DIR_EXE = 2'b11;
                                            state = EXECUTED;
                end
                EXECUTED: begin
                    if (!OV) begin
                        ADDR = addr_0;
                        WR = 1;
                        DIR_SRAM = 1'b1;
                    end
                                            state = SAVED;
                end
                SAVED: begin
                    WR = 0;
                    DIR_SRAM = 1'b0;
                                            state = IDLE;
                end
                default: begin
                                            state = IDLE;
                end
            endcase
        end
    end
endmodule
```
**flow/run.sh**
```bash
#!/bin/bash
# OpenROAD 26Q1-2900-gdf79404cd8, Yosys 0.63+post, stock flow scripts
make -C /OpenROAD-flow-scripts/flow DESIGN_CONFIG=/design/flow/config.mk WORK_HOME=/design/flow/orfs finish
```
**flow/config.mk**
```make
export PLATFORM = sky130hd
export DESIGN_NAME = Maincontroller
export DESIGN_NICKNAME = Maincontroller
export VERILOG_FILES = /design/flow/design.v
export SDC_FILE = /design/flow/constraint.sdc
export NUM_CORES = 4
export LEC_CHECK = 1
export CORE_AREA = 10 10 94 94
export DIE_AREA = 0 0 104 104
```
**flow/constraint.sdc**
```tcl
current_design Maincontroller

set clk_period 3.7
set clk_io_pct 0.2

create_clock -name clk0 -period $clk_period [get_ports {CLK}]

set non_clock_inputs [all_inputs -no_clocks]
set_input_delay [expr $clk_period * $clk_io_pct] -clock clk0 $non_clock_inputs
set_output_delay [expr $clk_period * $clk_io_pct] -clock clk0 [all_outputs]
```
==> highlights.md <==
• **status** finished, final reports clean
• **floorplan die height** 104 microns
• **met3 routing resource usage after global routing** 0.0238
• **Setup TNS** 0 ns
• **part of the cycle the worst path needs** 0.592
• **startpoint type of the worst setup path** primary input
• **Worst-Margin Slew** 0.506 ns
• **cell leakage power** 0.457 nW
• **yosys synthesis chip area** 1010 sq um
• **worst slack at placement** 1.25 ns
• **critical path arrival** 2.09 ns
• **maximum net fanout on the critical path** 7
• **clock buffers created by TritonCTS** 3
• **most repeated cell in the gate-level netlist after synthesis** sky130_fd_sc_hd__edfxtp_1
• **Synth Seq Share** 0.612
• **Final Max Tran Viols** 0
• **placed cell areas** 1350 sq um
• **relative slew slack** 0.661
• **post-route standard cell area excluding fillers** 1400 sq um
• **count of distinct cell types in the synthesized netlist** 34
• **Achievable Freq** 456 MHz
• **PostCTS Resize Cnt** 0
• **number of search-and-repair iterations in the first detailed-routing pass** 4
• **Port-buffer cells** 26
• **clock-pin slew reported for the worst setup and hold paths after clock tree synthesis** 0.07 ns
• **setup skew after layout** 0.00433 ns
• **layer carrying the most global-route usage** met2
• **Starting DRT DRC Count** 27
• **antenna diode count** 0
• **Die Span X** 104 microns
• **total detailed-routing wirelength** 2.24 mm
• **standard-cell row count** 30
• **I/O pin cnt** 27
• **routed wire length per instance** 11.2 microns
• **met1 Resource Use GR** 0.0527
• **max-cap check violation count** 0
• **tool warnings** 25
• **met2 demand-to-capacity share in global routing** 0.0541
• **mean instance size in the synthesized netlist** 12.5 sq um
• **WS Path Type** primary input to register
• **detailed-placement wirelength estimate** 1.79 mm
• **growth of design area from synthesis to finish** 37.9%
• **maximum buffer depth of the clock tree** 2
• **largest delay contributor family on the critical path** simple AND/OR/NAND/NOR gates
• **antenna violations before repair** 0
• **Crit path largest cell delay** 0.48 ns
• **full die area** 10800 sq um
• **EDFF count, synth** 18
• **power per unit of standard cell area** 415 nW/um^2
• **Post-CTS Setup Bufs** 0
• **Critical Path End Type** register
• **largest net degree at the start of global routing** 13
• **vias in the first global route** 703
• **TritonCTS clock tree** done
• **final RePlAce weighted congestion** 0.787
• **worst hold path type** register to register
• **top cells by area, synth** sky130_fd_sc_hd__edfxtp_1 (53%), sky130_fd_sc_hd__dfxtp_1 (7.9%), sky130_fd_sc_hd__and2_1 (3.1%), sky130_fd_sc_hd__mux2i_1 (3.0%), sky130_fd_sc_hd__a22oi_1 (2.2%)
• **worst skew pair latency** 0.25 ns
• **minimum setup slack among reg-to-reg paths** 1.93 ns
• **critical path's slowest cell** sky130_fd_sc_hd__clkdlybuf4s50_1
• **Registers, synthesis** 22
• **Overall Global Routing Usage** 0.0395
• **total of warnings raised by yosys** 1
• **ys cells** 81
• **Antenna Nets Post-Route** 0
• **clock sink count** 22
• **total standard cell area after synthesis** 1010 sq um
• **area inside the core boundary** 6830 sq um
• **instance count of the mapped netlist** 81
• **maximum resistive drop on vdd** 0.123 mV
• **crit path buf inv count** 1
• **initial standard-cell utilization of the core** 0.149
• **setup repair after global routing missed its margin** false
• **final count of hold timing violations** 0
• **Avg Vias per Cell** 3.38
• **CP Cell Sequence** clkdlybuf4s50_1 -> or2_2 -> nor3_2
• **htree depth** 1
• **Synth area leader** sky130_fd_sc_hd__edfxtp_1
• **share of async-settable or async-resettable flops after synthesis** 0
• **detailed-route via count** 680
• **# setup viols final** 0
• **time the worst path needs with I/O delays and setup** 2.19 ns
• **remaining routing DRC violations** 0
• **# hold bufs at CTS** 0
• **share of the synthesized area in the top cell type** 0.533
• **minimum setup slack in the final design** 1.51 ns
• **fraction of layout cells with a size suffix above 1** 0.0952
• **Final Hold Slack** 0.563 ns
• **wire length of the first global-routing pass** 3.53 mm
• **grt total ovfl** 0
• **required time of the critical path** 3.60 ns
• **commonest cells in the netlist** sky130_fd_sc_hd__edfxtp_1 (18), sky130_fd_sc_hd__nor2_1 (6), sky130_fd_sc_hd__and2_1 (5)
• **Root Driver** sky130_fd_sc_hd__clkbuf_8
• **most frequently used flop master after synthesis** sky130_fd_sc_hd__edfxtp_1
==> worst register-to-register path, delay by kind of cell (launching register included) <==
family	cells	cell delay [ns]
DFF	1	0.43
and+or+nand+nor	2	0.98
==> final cells by class <==
cell class | instances | area, sq um
Multi-Input combinational cell | 50 | 342
Tap cell | 96 | 120
Inverter | 3 | 11.3
Fill cell | 768 | 5430
Sequential cell | 22 | 621
Clock buffer | 4 | 45.0
Timing Repair Buffer | 26 | 260
==> metal layers <==
metal / part of all wire / vias to the layer above
met4: 0.015 / 0
li1: - / 342
met5: 0 / -
met1: 0.47 / 314
met3: 0.11 / 2
met2: 0.40 / 22
==> metrics by stage <==
step                utilization  total power, mW  instances
floorplan                     -            0.382         81
global placement          0.198            0.442        197
detailed placement        0.198            0.442        197
CTS                       0.205            0.589        201
global route              0.205            0.611        201
finish                    0.205            0.580        201
==> cells by family (layout without fill, tap and decap cells) <==
logic type / after synthesis / in the layout / synth area share
simple gates: 29 / 29 / 0.170
flops: 22 / 22 / 0.612
compound gates: 16 / 16 / 0.120
buf+inv: 9 / 33 / 0.0518
mux: 3 / 3 / 0.0296
xor+xnor: 2 / 2 / 0.0173
==> report_power, final <==
group	switching (mW)	internal (mW)	leakage (nW)
sequential	0.0180	0.299	0.202
clock	0.0695	0.0765	0.0228
combinational	0.0502	0.0665	0.232
==> registers in the layout, indices dropped and copies added (netlist names) <==
register,cells
OP_ALU,1
WR,1
DIR_EXE,2
addr_2,3
Data,4
ADDR,3
DIR_SRAM,1
state,4
addr_0,3
==> final timing paths <==
kind	start	to	cells after the start
min reg2reg	state[3]	DIR_EXE[0]	1
max	RST	addr_2[1]	3
min	state[3]	DIR_EXE[0]	1
max reg2reg	state[1]	addr_2[1]	2
==> cells in the final DEF, fill, tap and decap left out, types with 2 or more instances in the layout <==
| cell | n |
|---|---|
| sky130_fd_sc_hd__o22ai_1 | 3 |
| sky130_fd_sc_hd__mux2i_1 | 3 |
| sky130_fd_sc_hd__nor3b_1 | 2 |
| sky130_fd_sc_hd__a21oi_1 | 3 |
| sky130_fd_sc_hd__a22oi_1 | 3 |
| sky130_fd_sc_hd__clkbuf_8 | 3 |
| sky130_fd_sc_hd__and2_1 | 5 |
| sky130_fd_sc_hd__nand2_1 | 2 |
| sky130_fd_sc_hd__nand2b_1 | 3 |
| sky130_fd_sc_hd__inv_1 | 3 |
| sky130_fd_sc_hd__dfxtp_1 | 4 |
| sky130_fd_sc_hd__nor2_2 | 2 |
| sky130_fd_sc_hd__nor2_1 | 6 |
| sky130_fd_sc_hd__clkdlybuf4s50_1 | 26 |
| sky130_fd_sc_hd__edfxtp_1 | 18 |
Power is estimated from default activity; no workload was simulated.
